===== flow/config.mk =====
export PLATFORM = sky130hd
export DESIGN_NAME = Conv_code
export DESIGN_NICKNAME = Conv_code
export VERILOG_FILES = /design/flow/design.v
export SDC_FILE = /design/flow/constraint.sdc
export NUM_CORES = 4
export LEC_CHECK = 1
export CORE_UTILIZATION = 40

===== flow/constraint.sdc =====
current_design Conv_code

set clk_period 6.4
set clk_io_pct 0.2

create_clock -name clk0 -period $clk_period [get_ports {clk}]

set non_clock_inputs [all_inputs -no_clocks]
set_input_delay [expr $clk_period * $clk_io_pct] -clock clk0 $non_clock_inputs
set_output_delay [expr $clk_period * $clk_io_pct] -clock clk0 [all_outputs]

===== flow/design.v =====
module Conv_code(
	clk,
	Q,
	encode,
	encode_noise,
	data_out,
	);
	input clk;		 
	wire rst_n;
	output encode;
	output encode_noise;
	output Q;
	output data_out;
	wire code;		 
	wire code_pre;	 
	reg noise;
	reg [10:0] 	count_5K;
	reg [9:0] 	count_10K;
	reg [3:0]  	count_noise;
	reg 			clk_5K=1'b0;
	reg 			clk_10K=1'b1;
	reg [1:0] 	data_buffer;
	reg [1:0]	data_dein;
	assign rst_n=1'b1;
	assign encode=code_pre;
	assign encode_noise=code;
	assign code=code_pre+noise; 	 
	always @(posedge clk or negedge rst_n)
		if (rst_n==1'b0)
			count_5K<=11'b0;
		else if (count_5K>=11'd1999)
			count_5K<=11'b0;
		else
			count_5K<=count_5K+1'b1;
	always @(posedge clk or negedge rst_n)
		if (rst_n==1'b0)
			count_10K<=10'b0;
		else if (count_10K>=10'd999)
			count_10K<=10'b0;
		else
			count_10K<=count_10K+1'b1;
	always @(posedge clk or negedge rst_n) 
		if (rst_n==1'b0)
			clk_5K<=1'b0;
		else if (count_5K==11'd1999)
			clk_5K<=~clk_5K;
	always @(posedge clk or negedge rst_n) 
		if (rst_n==1'b0)
			clk_10K<=1'b0;
		else if (count_10K==11'd999)
			clk_10K<=~clk_10K;
	always @(posedge clk_10K or negedge rst_n) 
		if (rst_n==1'b0)
			count_noise<=4'b0;
		else if (count_noise>=4'd10)
			count_noise<=4'b0;
		else
			count_noise<=count_noise+1'b1;
	always @(*)
	begin
		if (count_noise==4'd10)
			noise<=1'b1;
		else 
			noise<=1'b0;
	end
	encode encode_1(
		.clk			(clk_5K),			 
		.clk_code	(clk_10K),		 
		.Q				(Q),
		.code			(code_pre)
		);	
	m_sequence m_seq1
		(	.clk	(clk_5K),
			.rst_n(rst_n),
			.m_seq(Q)
		);
	always @(posedge clk_10K or negedge rst_n)
		if (rst_n==1'b0)
			data_buffer<=2'b0;
		else 
			data_buffer<={data_buffer[0],code};
	always @(negedge clk_5K or negedge rst_n)
		if (rst_n==1'b0)
			data_dein<=2'b0;
		else 
			data_dein<=data_buffer;
	decode	decode_1(
	.clk			(clk_5K),				 
	.rst_n		(rst_n),
	.data_in		(data_dein),
	.data_out	(data_out)	
	);
endmodule
module decode(
	clk		,
	rst_n		,
	data_in	,
	data_out	
	);
	input clk;
	input rst_n;
	input [1:0] data_in;	 
	output reg data_out;
	wire [1:0] dis_00,dis_01,dis_10,dis_11;
	wire [31:0] add_1,add_2,add_3,add_4,add_5,add_6,add_7,add_8;
	reg [9:0]	path_s0,path_s1,path_s2,path_s3;   
	reg [31:0]	dis_s0,dis_s1,dis_s2,dis_s3;
	reg [19:0]count_clear;
	assign dis_00=data_in[1]+data_in[0];
	assign dis_01=data_in[1]+(data_in[0]^1'b1);
	assign dis_10=(data_in[1]^1'b1)+data_in[0];
	assign dis_11=(data_in[1]^1'b1)+(data_in^1'b1);
	always @(posedge clk or negedge rst_n)
		if (rst_n==1'b0)
			count_clear<=20'b0;
		else if (count_clear>=20'd50000)
			count_clear<=20'b0;
		else
			count_clear<=count_clear+1'b1;
	assign add_1=dis_00+dis_s0;  
	assign add_2=dis_11+dis_s2;
	always @(posedge clk or negedge rst_n)
	begin
		if (rst_n==1'b0) 
			begin
				path_s0=10'b0;
				dis_s0=32'b0;
			end
		else if (count_clear==20'd50000)
			begin
				path_s0=10'b0;
				dis_s0=32'b0;
			end
		else if (add_1<=add_2)
			begin
				path_s0<={path_s0[8:0],1'b0};
				dis_s0<=add_1;
			end
		else 
			begin
				path_s0<={path_s2[8:0],1'b0};
				dis_s0<=add_2;
			end
	end
	assign add_3=dis_11+dis_s0;
	assign add_4=dis_00+dis_s2;
	always @(posedge clk or negedge rst_n)
	begin
		if (rst_n==1'b0) 
			begin
				path_s1=10'b0;
				dis_s1=32'b0;
			end
		else if (count_clear==20'd50000)
			begin
				path_s1=10'b0;
				dis_s1=32'b0;
			end
		else if (add_3<=add_4)
			begin
				path_s1<={path_s0[8:0],1'b1};
				dis_s1<=add_3;
			end
		else 
			begin
				path_s1<={path_s2[8:0],1'b1};
				dis_s1<=add_4;
			end
	end
	assign add_5=dis_01+dis_s1;
	assign add_6=dis_10+dis_s3;
	always @(posedge clk or negedge rst_n)
	begin
		if (rst_n==1'b0)
			begin
				path_s2=10'b0;
				dis_s2=32'b0;
			end
		else if (count_clear==20'd50000)
			begin
				path_s2=10'b0;
				dis_s2=32'b0;
			end
		else if (add_5<=add_6)
			begin
				path_s2<={path_s1[8:0],1'b0};
				dis_s2<=add_5;
			end
		else 
			begin
				path_s2<={path_s3[8:0],1'b0};
				dis_s2<=add_6;
			end
	end
	assign add_7=dis_10+dis_s1;
	assign add_8=dis_01+dis_s3;
	always @(posedge clk or negedge rst_n)
	begin
		if (rst_n==1'b0)
			begin
				path_s3=10'b0;
				dis_s3=32'b0;
			end
		else if (count_clear==20'd50000)
			begin
				path_s3=10'b0;
				dis_s3=32'b0;
			end
		else if (add_7<add_8)
			begin
				path_s3<={path_s1[8:0],1'b1};
				dis_s3<=add_7;
			end
		else 
			begin
				path_s3<={path_s3[8:0],1'b1};
				dis_s3<=add_8;
			end
	end
	always @(*)
	begin
		if ((dis_s0<=dis_s1)&&(dis_s0<=dis_s2)&&(dis_s0<=dis_s3))
			data_out<=path_s0[9];
		else if ((dis_s1<=dis_s0)&&(dis_s1<=dis_s2)&&(dis_s1<=dis_s3))
			data_out<=path_s1[9];
		else if ((dis_s2<=dis_s0)&&(dis_s2<=dis_s1)&&(dis_s2<=dis_s3))
			data_out<=path_s2[9];
		else  data_out<=path_s3[9];
	end
endmodule
module encode(
		clk,
		clk_code,
		Q,
		code
		);	
		input clk;
		input clk_code;
		input Q;
		output reg code;
		reg count=1'b0;
		reg d1,d2;
		wire c1,c2;
		always@(posedge clk)
		begin
			d2<=d1;
			d1<=Q;
		end
		assign c1=Q^d2;
		assign c2=Q^d1^d2;
		always @(posedge clk_code)
		begin
			count<=count+1'b1;
		end
		always @(negedge clk_code)
		if (count==1'b1)
			code<=c1;
		else 
			code<=c2;
endmodule
module m_sequence(clk,rst_n,m_seq);
	input	clk;
	input     rst_n;
	output m_seq;
parameter POLY = 8'b10001110; 
reg [7:0]	shift_reg =8'b11111111;
always@(posedge clk)
begin
	if(rst_n == 0)
		begin
		shift_reg <= 8'b11111111; 
		end
	else 
		begin
		shift_reg[7] <=  (shift_reg[0] & POLY[7])^
						(shift_reg[1] & POLY[6])^
						(shift_reg[2] & POLY[5])^
						(shift_reg[3] & POLY[4])^
						(shift_reg[4] & POLY[3])^
						(shift_reg[5] & POLY[2])^
						(shift_reg[6] & POLY[1])^
						(shift_reg[7] & POLY[0]);
		shift_reg[6:0] <= shift_reg[7:1];				 
		end
end
assign m_seq = shift_reg[0];
endmodule

===== flow/run.sh =====
#!/bin/bash
# OpenROAD 26Q1-2900-gdf79404cd8, Yosys 0.63+post, stock flow scripts
make -C /OpenROAD-flow-scripts/flow DESIGN_CONFIG=/design/flow/config.mk WORK_HOME=/design/flow/orfs finish

==> impl_metrics.csv <==
group,metric,value,unit
sta,rsz0062_at_grt,"no",
synth,async_flop_share,0,
synth,edf_count,2,
drt,vias,17350,
synth,ys_seq_frac,0.2249,
power_and_ir_drop,p_total,276.4,uW
layout,layout_top_cell,"ha_1",
power_and_ir_drop,p_per_area,13.18,nW/um2
floorplan,dieWidth,226.7,um
drt,drc,0,
sta,setup_viol,0,
synth,ys_ff,226,
layout,area_growth,3.760,%
critical_path,critPathCaptureType,"flip-flop",
global_routing,grt-ovfl-total,0,
cts,cts_buffer_depth,2,
synth,yosysWarnings,4,
drt,drtIter0Drc,1224,
critical_path,path_cells,"and4_1, nand2_1, a31oi_1, nor2_1",
power_and_ir_drop,worst_ir_drop_vdd,0.1593,mV
synth,syn_inst,2445,
drt,vias_per_cell,5.701,
floorplan,dieArea,51410,um2
synth,synth_area,20200,um2
global_routing,grt_pass1_wl,96440,um
job,drv_cap,0,
critical_path,worst-setup-path-type,"reg2reg",
place,place_ws,4.801,ns
drt,ant_nets,0,
drt,wirelength,61180,um
place,place_hpwl,50640,um
sta,unclocked_pins,203,
critical_path,critPathBufInv,0,
floorplan,rows,81,
critical_path,arrival,1.71,ns
critical_path,worst_path_max_delay_cell,"a31oi_1",
critical_path,crit_family,"AND-OR/OR-AND gates",
sta,max_freq,0.6222,GHz
job,tool_warnings,31,
sta,finalMaxSlewViolations,0,
cts,cts-root-buf,"clkbuf_16",
critical_path,slowest_delay,0.59,ns
global_routing,grt_max_degree,79,
cts,postCtsSetupBuffers,0,
sta,final.setup.worst_slack,4.793,ns
synth,synth_cell_types,80,
cts,htreeDepth,1,
layout,drive_gt1_frac,0.02732,
outcome,status,"completed",
drt,dr.pass1.iters,7,
cts,postCtsHoldBufs,0,
critical_path,crit_fanout,9,
sta,clock_skew,0.001324,ns
floorplan,coreArea,49360,um2
global_routing,antenna_found_initial,1,
synth,yosys-stat-cells,2445,
sta,tns,0,ns
cts,clock_latency,0.25,ns
sta,hold_slack,0.4497,ns
sta,maxSlewHeadroom,0.3536,
synth,ys_area,20200,um2
cts,cts_buffers,3,
sta,worst_pin_slew,0.9607,ns
sta,finalCriticalPeriod,1.607,ns
floorplan,io_pins,5,
drt,insertedDiodeCount,0,
place,port_buffers,4,
floorplan,fp.dieH,226.7,um
layout,lay_top_cells,"ha_1, nand2_1, dfxtp_1",
critical_path,required,6.51,ns
cts,cts_resized,0,
floorplan,fp-utilization,0.4093,
synth,flop_cell,"dfxtp_1",
sta,finalCritPeriodShare,0.2511,
power_and_ir_drop,power.leakage,8.699,nW
synth,syn_avg_cell_area,8.263,um2
place,gp_congestion,0.9790,
global_routing,grt_usage,0.2492,
min_path,hp-class,"reg2reg",
critical_path,startpoint_type,"flip-flop",
global_routing,first_global_vias,16650,
cts,tritoncts,"built",
sta,untimed_endpoints,203,
sta,hold_viol_final,0,
cts,clkTransAtPathRegs,0.06,ns
drt,routedWlPerCell,20.11,um
[report_power, final]
group	switching [mW]	leakage [nW]	internal [mW]
clock	0.0473	0.0409	0.0838
sequential	0	1.83	0.145
combinational	0.000195	6.83	0
total	0.0475	8.70	0.229
[logic make-up after synthesis]
group,Yosys count,share of synthesized area
other,1,0.0001856
flip-flops,226,0.2249
adder cells (fa/ha/maj),343,0.2139
AND-OR/OR-AND,441,0.1476
buffers and inverters,225,0.04422
AND/OR/NAND/NOR,877,0.2217
XOR/XNOR,276,0.1197
multiplexers,56,0.02781
[per-layer routing]
metal  part of all wire  GRT usage
met2               0.45     0.3877
met1               0.47     0.3693
met5            0.00021          0
met3              0.067    0.04630
met4              0.016    0.03727
[cell usage after synthesis (all sizes together), types with 4 or more instances]
cell,n,area [um2]
a211oi,68,520.5
a21o,64,480.5
or4b,4,40.04
dfxtp,224,4484
a31oi,4,25.02
xor2,55,481.7
or2,7,43.79
a2111oi,4,60.06
xnor2,221,1936
nor3,71,385.4
nand4,115,725.7
nand2,230,865.8
a21boi,5,37.54
and4,21,186.4
ha,339,4242
a21oi,152,760.7
a221o,6,60.06
nor4,39,284.0
nand3,122,628.1
fa,4,80.08
o211ai,15,112.6
a221oi,8,76.32
o21a,7,52.55
inv,126,473.0
and2,12,75.07
o21ai,51,255.3
clkbuf,75,284.0
nor2,153,581.8
or3,9,56.30
nor2b,20,125.1
o211a,33,330.3
buf,23,132.6
nand2b,40,250.2
mux2i,55,550.5
and3,26,162.7
[worst paths after layout]
path | start | end | slack (ns) | depth (start not counted)
worst min-delay path | count_10K[0]$_SDFF_PP0_ | count_10K[0]$_SDFF_PP0_ | 0.45 | 1
worst min register to register | count_10K[0]$_SDFF_PP0_ | count_10K[0]$_SDFF_PP0_ | 0.45 | 1
worst max-delay path | count_5K[6]$_SDFF_PP0_ | count_5K[8]$_SDFF_PP0_ | 4.79 | 4
worst max register to register | count_5K[6]$_SDFF_PP0_ | count_5K[8]$_SDFF_PP0_ | 4.79 | 4
[layout make-up]
class                   count  area (um2)
multi-input cells        1997       14830
repair buffers             25       197.7
inverters                 127       479.2
flip-flops and latches    226        4544
clock inverters             1       5.005
clock buffers               3       75.07
fillers                  4896       28390
well taps                 664       830.8
[worst reg2reg max path, cell delays in order (launching register included)]
cell and delay, ns:
dfxtp_1 0.39, and4_1 0.29, nand2_1 0.09, a31oi_1 0.59
nor2_1 0.12
[stage by stage]
stage                     instance area, um2    util  cells
final                                  20960  0.4247   3043
after global routing                   20960  0.4247   3043
after CTS                              20960  0.4247   3043
after detailed placement               20880  0.4231   3039
after global placement                 20880  0.4231   3039
after floorplan                        20210       -   2448
Power is estimated from default activity; no workload was simulated.
