$ cat ./config.mk
export PLATFORM = sky130hd
export DESIGN_NAME = M_series
export DESIGN_NICKNAME = M_series
export VERILOG_FILES = /design/flow/design.v
export SDC_FILE = /design/flow/constraint.sdc
export NUM_CORES = 4
export LEC_CHECK = 1
export CORE_AREA = 10 10 74 74
export DIE_AREA = 0 0 84 84
$ cat ./constraint.sdc
current_design M_series

set clk_period 1.5
set clk_io_pct 0.2

create_clock -name clk0 -period $clk_period [get_ports {clk}]

set non_clock_inputs [all_inputs -no_clocks]
set_input_delay [expr $clk_period * $clk_io_pct] -clock clk0 $non_clock_inputs
set_output_delay [expr $clk_period * $clk_io_pct] -clock clk0 [all_outputs]
$ cat ./design.v
module M_series
    (
        input wire      clk,
        input wire      rst_n,
        output wire     Q
    );
    parameter       len = 15;   
    reg[(len-1):0] Q_r;
    assign Q = Q_r[(len-1)];
    always @(posedge clk or negedge rst_n) begin
        if (rst_n == 0) begin   
            Q_r <= ~(0);
        end
        else begin
            Q_r <= Q_r<<1;   
            case(len)
                2 : Q_r[0] <= Q_r[1]^Q_r[0];
                3 : Q_r[0] <= Q_r[2]^Q_r[1];
                4 : Q_r[0] <= Q_r[3]^Q_r[2];
                5 : Q_r[0] <= Q_r[4]^Q_r[2];
                6 : Q_r[0] <= Q_r[5]^Q_r[4];
                7 : Q_r[0] <= Q_r[6]^Q_r[3];
                8 : Q_r[0] <= Q_r[7]^Q_r[5]^Q_r[4]^Q_r[3];
                9 : Q_r[0] <= Q_r[8]^Q_r[4];
                10: Q_r[0] <= Q_r[9]^Q_r[6];
                11: Q_r[0] <= Q_r[10]^Q_r[8];
                12: Q_r[0] <= Q_r[11]^Q_r[10]^Q_r[7]^Q_r[5];
                13: Q_r[0] <= Q_r[12]^Q_r[11]^Q_r[9]^Q_r[8];
                14: Q_r[0] <= Q_r[13]^Q_r[12]^Q_r[7]^Q_r[3];
                15: Q_r[0] <= Q_r[14]^Q_r[13];
                16: Q_r[0] <= Q_r[15]^Q_r[14]^Q_r[12]^Q_r[3];
                default: Q_r[0] <= Q_r[0];
            endcase
        end
    end
endmodule
$ cat ./run.sh
#!/bin/bash
# OpenROAD 26Q1-2900-gdf79404cd8, Yosys 0.63+post, stock flow scripts
make -C /OpenROAD-flow-scripts/flow DESIGN_CONFIG=/design/flow/config.mk WORK_HOME=/design/flow/orfs finish
==> results.py <==
# Generated from Yosys and OpenROAD reports
metrics = {
    "finish": {
        "register_bank_with_the_most_flops": "Q_r",
        "final_cell_area_um2": 545.5,
        "final_util": 0.1374,
        "largest_reg_flops": 15,
        "layout.cells.non_filler": 74,
        "layout_top_registers": "Q_r: 15 flops",
        "final_layout_size_suffix_gt1_frac": 0.8750,
        "synthToLayoutAreaGrowth_pct": 35.40,
    },
    "setup_path": {
        "crit_arrival_ns": 0.95,
        "rrSetupSlack_ns": 0.62,
        "critPathTopFamily": "flip-flops",
        "slowest_delay_ns": 0.52,
        "startpoint_type": "flip-flop",
        "worst_setup_path_startpoint": "Q_r[14]$_DFF_PN1_",
        "critical_path_depth": 1,
        "crit_path_end": "Q",
        "r2r-start": "Q_r[14]$_DFF_PN1_",
        "timing_worst_setup_path_type": "reg -> out",
        "worst_setup_path_end_kind": "output port",
        "r2r_cells": 2,
        "worst-path-buf-inv": 1,
        "required_ns": 1.20,
        "cpMaxStageDelayCell": "dfstp_2",
        "timing.critical_path.cells": "dlygate4sd2_1",
        "worst-path-max-fanout": 2,
        "regToRegEndpoint": "Q_r[0]$_DFF_PN1_",
    },
    "floorplan": {
        "num_rows": 23,
        "die_x_um": 84,
        "pin_count": 3,
        "die-area_um2": 7056,
        "floorplan.core_util": 0.1014,
        "core_area_um2": 3971,
        "die.size.y_um": 84,
    },
    "place": {
        "place_congestion": 0.6338,
        "placed_cells_incl_taps": 69,
        "number_of_buffers_added_on_ports": 2,
        "post_dp_cell_area_um2": 493.0,
        "dp.final_hpwl_um": 284,
    },
    "timing": {
        "worst_slew_margin_rel": 0.8863,
        "final_max_slew_viol_count": 0,
        "post-route-period-util": 0.8355,
        "tightest_slew_ns": 0.1700,
        "finalSetupViolCount": 0,
        "period_minus_slack_ns": 1.253,
        "final.setup.tns_ns": 0,
        "grt_setup_unrepaired": "false",
        "fin_worst_skew_ns": 0.001304,
        "final_hold_viol_count": 0,
        "timing.fmax_ghz": 0.7979,
    },
    "synth": {
        "postSynthAreaPerCell_um2": 25.18,
        "ys.warnings.count": 1,
        "synth_sequential_area_ratio": 0.9783,
        "netlist-cell-type-count": 2,
        "synth_stat.cells": 16,
        "synthCells": 16,
        "syn_area_um2": 402.9,
        "numSynthFlops": 15,
        "yosys-stat-area_um2": 402.9,
    },
    "global_routing": {
        "grt_start_max_net_pins": 16,
        "global_route_wire_length_before_repair_um": 848,
        "grtUsageTotal": 0.01620,
        "grt_pass1_vias": 164,
        "grt_antenna_before_repair": 0,
        "grt.overflow.total": 0,
    },
    "run_status": {
        "outcome": "finished, final reports clean",
    },
    "detailed_routing": {
        "ant_nets": 0,
        "n_antenna_cell": 0,
        "drc": 0,
        "dr_total_vias": 154,
        "total_routed_length_um": 474,
        "avgViaCountPerCell": 2.081,
        "detail_route.first_pass.iterations": 2,
        "violation_count_after_the_first_detailed_routing_iteration": 17,
        "routed_wire_length_per_instance_um": 6.405,
    },
    "cts": {
        "postCtsHoldBufs": 0,
        "cts_max_level": 1,
        "worst_path_clk_slew_ns": 0.06,
        "cts_num_sinks": 15,
        "cts_buffers": 3,
        "max-clock-path-buffers": 2,
        "cts_tree": "done",
        "clk_root_buffer_cell": "clkbuf_8",
        "clk_latency_ns": 0.24,
    },
    "power_and_ir_drop": {
        "power_leakage_nw": 0.2120,
        "pwr_density_cell_nw_per_um2": 1333,
        "vdd_drop_max_mv": 0.2901,
    },
    "job": {
        "max_cap_violation_count": 0,
        "tool_warnings": 25,
    },
    "min_path": {
        "min_path_type": "reg -> reg",
    },
}
[cell usage in the layout, fill, tap and decap left out]
cell type,netlist,layout
clkinv_2,0,1
buf_4,0,2
dlygate4sd2_1,0,1
clkdlybuf4s50_1,0,1
dfstp_2,15,15
xor2_1,1,1
clkbuf_8,0,3
[timing repair]
action                     in CTS  in global routing
hold endpoints to repair        0                  0
resized                         1                  0
setup endpoints to repair       1                  0
setup buffers                   1                  0
[worst min-delay path by stage]
stage,startpoint,end,slack [ns],cells after the start
6_report,Q_r[0]$_DFF_PN1_,Q_r[1]$_DFF_PN1_,0.35,0
5_1_grt,Q_r[11]$_DFF_PN1_,Q_r[12]$_DFF_PN1_,0.36,0
4_1_cts,Q_r[8]$_DFF_PN1_,Q_r[9]$_DFF_PN1_,0.36,0
[cells by family (layout without fill, tap and decap cells)]
logic type / Yosys count / after routing / share of synthesized area
flops: 15 / 15 / 0.9783
xor+xnor: 1 / 1 / 0.02174
buf+inv: 0 / 8 / 0
[layer usage]
metal,wire length [um],share of wire,GRT usage
met5,0,0,0
met4,0,0,0.001522
met3,100,0.21,0.02362
met2,176,0.37,0.01603
met1,198,0.42,0.01883
[where the power goes]
group	switching [mW]	total [mW]	leakage [nW]	internal, mW
Sequential	0	0.407	0.155	0.407
Clock	0.126	0.310	0.0255	0.183
Combinational	0.00688	0.0109	0.0320	0.00401
[final cells by class]
| cell class | instances | area (um^2) |
|---|---|---|
| Fill cell | 438 | 3426 |
| Sequential cell | 15 | 394.1 |
| Tap cell | 50 | 62.56 |
| Clock buffer | 3 | 41.29 |
| Timing Repair Buffer | 4 | 33.78 |
| Multi-Input combinational cell | 1 | 8.758 |
| Clock inverter | 1 | 5.005 |
[metrics by stage]
| stage | hold WS (ns) | setup WS, ns | power [mW] |
|---|---|---|---|
| after global placement | 0.3472 | 0.2221 | 0.4235 |
| after floorplan | 0.1522 | 0.7012 | 0.4126 |
| after global routing | 0.3583 | 0.2050 | 0.7681 |
| after detailed placement | 0.3476 | 0.2265 | 0.4239 |
| final | 0.3539 | 0.2468 | 0.7274 |
| after CTS | 0.3559 | 0.2301 | 0.7432 |
[Yosys cell counts]
cell,count,share of area
dfstp_2,15,0.98
xor2_1,1,0.022
Power and IR drop assume default switching activity.
